<file path="/design/flow/run.sh">
#!/bin/bash
# OpenROAD 26Q1-2900-gdf79404cd8, Yosys 0.63+post, stock flow scripts
make -C /OpenROAD-flow-scripts/flow DESIGN_CONFIG=/design/flow/config.mk WORK_HOME=/design/flow/orfs finish
</file>
<file path="/design/flow/config.mk">
export PLATFORM = sky130hd
export DESIGN_NAME = led_pattern_generator_1
export DESIGN_NICKNAME = led_pattern_generator_1
export VERILOG_FILES = /design/flow/design.v
export SDC_FILE = /design/flow/constraint.sdc
export NUM_CORES = 4
export LEC_CHECK = 1
export CORE_AREA = 10 10 70 70
export DIE_AREA = 0 0 80 80
export SYNTH_HDL_FRONTEND = slang
</file>
<file path="/design/flow/constraint.sdc">
current_design led_pattern_generator_1

set clk_period 2.5
set clk_io_pct 0.2

create_clock -name clk0 -period $clk_period [get_ports {clk}]

set non_clock_inputs [all_inputs -no_clocks]
set_input_delay [expr $clk_period * $clk_io_pct] -clock clk0 $non_clock_inputs
set_output_delay [expr $clk_period * $clk_io_pct] -clock clk0 [all_outputs]
</file>
<file path="/design/flow/design.v">
module led_pattern_generator_1(
    input clk,
    input rst,
    output reg[15:0] led
);
reg [3:0] count, next_count;
always @(*) begin
    if(count == 8)
        next_count = 0;
    else
        next_count = count + 1;
end
always @(posedge clk, posedge rst) begin
    if(rst)
        count <= 0;
    else
        count <= next_count;
end
always @(*) begin
    if(count == 0) led = 16'b0000_0000_0000_0000;  
    else if(count == 1) led = 16'b0000_0001_1000_0000;  
    else if(count == 2) led = 16'b0000_0011_1100_0000;  
    else if(count == 3) led = 16'b0000_0111_1110_0000; 
    else if(count == 4) led = 16'b0000_1111_1111_0000;   
    else if(count == 5) led = 16'b0001_1111_1111_1000;   
    else if(count == 6) led = 16'b0011_1111_1111_1100;   
    else if(count == 7) led = 16'b0111_1111_1111_1110;   
    else led = 16'b1111_1111_1111_1111;
end
endmodule
</file>
==> impl_metrics.py <==
# Auto-generated metrics
metrics = {
    "status": {
        "outcome": "completed",
    },
    "die": {
        "dieArea_sq_mm": 0.00640,
        "die_width_microns": 80,
        "core-area_sq_mm": 0.00342,
        "pin_count": 18,
        "rows": 21,
        "die_h_microns": 80,
        "initial_core_util_pct": 11.0,
    },
    "place": {
        "dp_slack_ns": 0.208,
        "routabilityCongestion": 0.707,
        "port_buffers": 17,
        "place_inst": 98,
        "dp_hpwl_microns": 770,
    },
    "layout": {
        "reg.largest.list": "count (4)",
        "layout-drive-gt1-share_pct": 18.2,
        "stdcell_count": 101,
        "largest_register_ff_count": 4,
        "top_register": "count",
        "synthToLayoutAreaGrowth_pct": 60.3,
    },
    "min_path": {
        "min_path_type": "in2async",
    },
    "grt": {
        "grt_max_degree": 10,
        "grt_pass1_wl_mm": 1.41,
        "antenna_found_initial": 0,
        "grt_usage_pct": 2.64,
        "first_global_vias": 306,
        "overflow": 0,
    },
    "cts": {
        "clkSinkCount": 4,
        "post-cts-setup-buffers": 0,
        "ctsHoldBuffers": 0,
        "h-tree-depth": 1,
        "cts-root-buf": "clkbuf_4",
        "clk_latency_ns": 0.23,
        "cts_made_buffers": 3,
        "clk_pin_slew_worst_paths_ns": 0.04,
        "clock_path_buffers": 2,
        "cts_tree": "built",
    },
    "timing": {
        "period_minus_slack_ns": 2.40,
        "fin_setup_tns_ns": 0,
        "grt_setup_unrepaired": "no",
        "skew_ns": 0.000108,
        "setup_viol": 0,
        "postLayoutSetupSlackWorst_ns": 0.102,
        "slew_viol_final": 0,
        "maxSlewHeadroom_pct": 75.8,
        "fmax_mhz": 417,
        "hold_violations": 0,
        "period_used_pct": 95.9,
        "worst_slew_pin_slew_ns": 0.362,
    },
    "synthesis": {
        "synth_seq_share_pct": 26.7,
        "synth-seq-cells": 4,
        "synth_cells": 43,
        "avgSynthCellArea_sq_um": 8.73,
        "syn_area_sq_um": 375,
        "yosys_warnings": 0,
        "synthDistinctLibCells": 19,
        "yosys_area_sq_um": 375,
        "yosys-stat-cells": 43,
    },
    "run": {
        "warning_count": 28,
        "maxCapViolations": 0,
    },
    "setup_path": {
        "crit_buf_inv": 1,
        "worstPathArrival_ns": 1.90,
        "slowest_delay_ns": 0.46,
        "critical_path_class": "reg2out",
        "cp-start-kind": "flop",
        "end_kind": "primary output",
        "critPathSlowestCell": "clkdlybuf4s50_1",
        "cp.required_ns": 2.00,
        "crit_fanout": 5,
        "cp_top_family": "simple AND/OR/NAND/NOR gates",
        "cp_cell_sequence": "ha_1 > nor4_4 > nand2b_4 > clkdlybuf4s50_1",
    },
    "drt": {
        "wl_per_cell_microns": 9.03,
        "wl_microns": 912,
        "final_antenna_net_count": 0,
        "antennaDiodeCount": 0,
        "avgViaCountPerCell": 3.06,
        "first_pass_iters": 2,
        "route.detailed.drc": 0,
        "dr_total_vias": 309,
        "drtIter0Drc": 7,
    },
    "pwr": {
        "p_leak_nw": 0.253,
        "irDropWorstVdd_v": 0.000135,
        "cellPowerDensity_mw_per_mm2": 241,
    },
}
cell usage in the layout (no fill, tap or decap):
cell type and instances:
nand4b_1 1, nor2_1 2, inv_1 3, ha_2 1, o21a_1 1, o221ai_1 1, clkdlybuf4s50_1 17, a21o_1 2
nor4_4 1, clkbuf_4 3, dfrtp_1 4, nand2b_4 1, ha_1 2, o21ai_0 2, and2_1 1, nor3_2 1
nand2b_1 4, or2_1 1, ha_4 1, a211o_1 1, and2_2 1, o21bai_1 1, nand2_1 2, inv_2 1
worst register-to-register path, stage by stage (launching register included):
cell	delay, ns
dfrtp_1	0.42
inv_2	0.09
ha_4	0.20
and2_2	0.17
o21ai_0	0.20
logic make-up (layout without fill, tap and decap cells):
family / after synthesis / after routing / synth area share, %
AND/OR/NAND/NOR: 15 / 15 / 24.7
buffers and inverters: 12 / 24 / 20.0
AND-OR/OR-AND: 8 / 8 / 15.3
adder cells (fa/ha/maj): 4 / 4 / 13.3
flip-flops: 4 / 4 / 26.7
cells in the mapped netlist:
cell type / instances / area [sq um]
nand2b_1: 5 / 31.3
a211o_1: 1 / 8.76
o21ai_0: 2 / 10.0
o21a_1: 1 / 7.51
nand4b_1: 1 / 8.76
and2_1: 1 / 6.26
nor3_1: 1 / 5.00
buf_4: 8 / 60.1
ha_1: 4 / 50.1
a21o_1: 2 / 15.0
dfrtp_1: 4 / 100
and2_2: 1 / 7.51
or2_1: 1 / 6.26
nor2_1: 2 / 7.51
nor4_2: 1 / 12.5
nand2_1: 2 / 7.51
o21bai_1: 1 / 7.51
inv_1: 4 / 15.0
o221ai_1: 1 / 8.76
routing by layer:
metal,part of all wire (%),vias to the layer above,track usage (%)
met1,43,139,3.00
met2,44,11,4.25
met4,0,0,0.880
met3,13,0,1.25
li1,-,159,-
met5,0,-,0
through the flow:
step / power, W / hold WS (ns) / utilization [%] / area, sq um
floorplan: 0.0000670 / 0.266 / - / 375
global placement: 0.0000687 / 0.602 / 15.9 / 543
detailed placement: 0.0000689 / 0.631 / 15.9 / 543
CTS: 0.000152 / 0.451 / 16.6 / 566
global route: 0.000159 / 0.472 / 17.6 / 602
finish: 0.000145 / 0.452 / 17.6 / 602
what timing repair did:
item                       in CTS  in global routing
setup endpoints to repair       6                 10
gates resized                   0                  7
pin swaps                       1                  1
power breakdown:
group,switching [W],total (W),internal [W]
logic,0.00000130,0.00000276,0.00000146
registers,0,0.0000651,0.0000651
clock network,0.0000237,0.0000772,0.0000535
total,0.0000250,0.000145,0.000120
worst paths after layout:
kind	slack (ns)	end	cells after the start	start
hold reg to reg	0.64	count[3]	2	count[1]
setup reg to reg	1.33	count[2]	4	count[0]
hold / removal	0.45	count[1]	2	rst
min in group clk0	0.64	count[3]	2	count[1]
max in group asynchronous	1.90	count[3]	2	rst
setup / recovery	0.10	led[4]	4	count[0]
final cells by class:
class | count | area (sq um)
fillers | 388 | 2810
flip-flops and latches | 4 | 100
repair buffers | 17 | 170
inverters | 4 | 15.0
clock buffers | 3 | 22.5
well taps | 46 | 57.6
multi-input cells | 27 | 236
Power and IR drop assume default switching activity.
