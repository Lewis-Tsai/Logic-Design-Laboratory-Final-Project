<file path="flow/run.sh">
#!/bin/bash
# OpenROAD 26Q1-2900-gdf79404cd8, Yosys 0.63+post, stock flow scripts
make -C /OpenROAD-flow-scripts/flow DESIGN_CONFIG=/design/flow/config.mk WORK_HOME=/design/flow/orfs finish
</file>
<file path="flow/config.mk">
export PLATFORM = sky130hd
export DESIGN_NAME = lfsr_led_convertor
export DESIGN_NICKNAME = lfsr_led_convertor
export VERILOG_FILES = /design/flow/design.v
export SDC_FILE = /design/flow/constraint.sdc
export NUM_CORES = 4
export LEC_CHECK = 1
export CORE_AREA = 10 10 97 97
export DIE_AREA = 0 0 107 107
export SYNTH_HDL_FRONTEND = slang
</file>
<file path="flow/constraint.sdc">
current_design lfsr_led_convertor

set clk_period 5.3
set clk_io_pct 0.2

create_clock -name clk0 -period $clk_period

set non_clock_inputs [all_inputs -no_clocks]
set_input_delay [expr $clk_period * $clk_io_pct] -clock clk0 $non_clock_inputs
set_output_delay [expr $clk_period * $clk_io_pct] -clock clk0 [all_outputs]
</file>
<file path="flow/design.v">
module lfsr_led_convertor(
    input [3:0] lfsr_data,
    input [3:0] curr_state,
    input lfsr_en,
    input [1:0] led_num,
    output reg [15:0] led,
    output reg [3:0] led_index_1,
    output reg [3:0] led_index_2,
    output reg [3:0] led_index_3
);
always @(*) begin
    if (lfsr_en) begin
        led [0] = 0;
        led [15:13] = 0;
        if(lfsr_data == 0) begin
            if(led_num == 1) begin
                led [5:1] = 0;
                led [6] = 1;
                led [12:7] = 0;
                led_index_1 = 6;
                led_index_2 = 0;
                led_index_3 = 0;
            end else if(led_num == 2) begin
                led [1] = 0;
                led [2] = 1;
                led [5:3] = 0;
                led [6] = 1;
                led [12:7] = 0;
                led_index_1 = 6;
                led_index_2 = 2;
                led_index_3 = 0;
            end else if(led_num == 3) begin
                led [2:1] = 0;
                led [3] = 1;
                led [5:4] = 0;
                led [6] = 1;
                led [8:7] = 0;
                led [9] = 1;
                led [12:10] = 0;
                led_index_1 = 6;
                led_index_2 = 3;
                led_index_3 = 9;
            end else begin
                led [12:1] = 12'b1111_1111_1111;
                led_index_1 = 0;
                led_index_2 = 0;
                led_index_3 = 0;
            end
        end else if(lfsr_data == 1) begin 
            if(led_num == 1) begin
                led [1] = 1;
                led [12:2] = 0;
                led_index_1 = 1;
                led_index_2 = 0;
                led_index_3 = 0;
            end else if(led_num == 2) begin
                led [1] = 1;
                led [9:2] = 0;
                led [10] = 1;
                led [12:11] = 0;
                led_index_1 = 1;
                led_index_2 = 10;
                led_index_3 = 0;
            end else if(led_num == 3) begin
                led [1] = 1;
                led [5:2] = 0;
                led [6] = 1;
                led [7] = 0;
                led [8] = 1;
                led [12:9] = 0;
                led_index_1 = 1;
                led_index_2 = 6;
                led_index_3 = 8;
            end else begin
                led [12:1] = 12'b1111_1111_1111;
                led_index_1 = 0;
                led_index_2 = 0;
                led_index_3 = 0;
            end
        end else if(lfsr_data == 2) begin
            if(led_num == 1) begin
                led [1] = 0;
                led [2] = 1;
                led [12:3] = 0;
                led_index_1 = 2;
                led_index_2 = 0;
                led_index_3 = 0;
            end else if(led_num == 2) begin
                led [1] = 0;
                led [2] = 1;
                led [9:3] = 0;
                led [10] = 1;
                led [12:11] = 0;
                led_index_1 = 2;
                led_index_2 = 10;
                led_index_3 = 0;
            end else if(led_num == 3) begin
                led [1] = 1;
                led [2] = 1;
                led [5:3] = 0;
                led [6] = 1;
                led [12:7] = 0;
                led_index_1 = 2;
                led_index_2 = 1;
                led_index_3 = 6;
            end else begin
                led [12:1] = 12'b1111_1111_1111;
                led_index_1 = 0;
                led_index_2 = 0;
                led_index_3 = 0;
            end
        end else if(lfsr_data == 3) begin
            if(led_num == 1) begin
                led [2:1] = 0;
                led [3] = 1;
                led [12:4] = 0;
                led_index_1 = 3;
                led_index_2 = 0;
                led_index_3 = 0;
            end else if(led_num == 2) begin
                led [1] = 0;
                led [2] = 1;
                led [3] = 1;
                led [12:4] = 0;
                led_index_1 = 3;
                led_index_2 = 2;
                led_index_3 = 0;
            end else if(led_num == 3) begin
                led [1] = 0;
                led [2] = 1;
                led [3] = 1;
                led [11:4] = 0;
                led [12] = 1;
                led_index_1 = 3;
                led_index_2 = 2;
                led_index_3 = 12;
            end else begin
                led [12:1] = 12'b1111_1111_1111;
                led_index_1 = 0;
                led_index_2 = 0;
                led_index_3 = 0;
            end
        end else if(lfsr_data == 4) begin
            if(led_num == 1) begin
                led [3:1] = 0;
                led [4] = 1;
                led [12:5] = 0;
                led_index_1 = 4;
                led_index_2 = 0;
                led_index_3 = 0;
            end else if(led_num == 2) begin
                led [2:1] = 0;
                led [3] = 1;
                led [4] = 1;
                led [12:5] = 0;
                led_index_1 = 4;
                led_index_2 = 3;
                led_index_3 = 0;
            end else if(led_num == 3) begin
                led [3:1] = 0;
                led [4] = 1;
                led [5] = 1;
                led [6] = 0;
                led [7] = 1;
                led [12:8] = 0;
                led_index_1 = 4;
                led_index_2 = 5;
                led_index_3 = 7;
            end else begin
                led [12:1] = 12'b1111_1111_1111;
                led_index_1 = 0;
                led_index_2 = 0;
                led_index_3 = 0;
            end
        end else if(lfsr_data == 5) begin
            if(led_num == 1) begin
                led [4:1] = 0;
                led [5] = 1;
                led [12:6] = 0;
                led_index_1 = 5;
                led_index_2 = 0;
                led_index_3 = 0;
            end else if(led_num == 2) begin
                led [4:1] = 0;
                led [5] = 1;
                led [6] = 1;
                led [12:7] = 0;
                led_index_1 = 5;
                led_index_2 = 6;
                led_index_3 = 0;
            end else if(led_num == 3) begin
                led [1] = 1;
                led [4:2] = 0;
                led [5] = 1;
                led [7:6] = 1;
                led [8] = 1;
                led [12:9] = 0;
                led_index_1 = 5;
                led_index_2 = 1;
                led_index_3 = 8;
            end else begin
                led [12:1] = 12'b1111_1111_1111;
                led_index_1 = 0;
                led_index_2 = 0;
                led_index_3 = 0;
            end
        end else if(lfsr_data == 6) begin
            if(led_num == 1) begin
                led [5:1] = 0;
                led [6] = 1;
                led [12:7] = 0;
                led_index_1 = 6;
                led_index_2 = 0;
                led_index_3 = 0;
            end else if(led_num == 2) begin
                led [1] = 0;
                led [2] = 1;
                led [5:3] = 0;
                led [6] = 1;
                led [12:7] = 0;
                led_index_1 = 6;
                led_index_2 = 2;
                led_index_3 = 0;
            end else if(led_num == 3) begin
                led [4:1] = 0;
                led [5] = 1;
                led [6] = 1;
                led [11:7] = 0;
                led [12] = 1;
                led_index_1 = 6;
                led_index_2 = 5;
                led_index_3 = 12;
            end else begin
                led [12:1] = 12'b1111_1111_1111;
                led_index_1 = 0;
                led_index_2 = 0;
                led_index_3 = 0;
            end
        end else if(lfsr_data == 7) begin
            if(led_num == 1) begin
                led [6:1] = 0;
                led [7] = 1;
                led [12:8] = 0;
                led_index_1 = 7;
                led_index_2 = 0;
                led_index_3 = 0;
            end else if(led_num == 2) begin
                led [4:1] = 0;
                led [5] = 1;
                led [6] = 0;
                led [7] = 1;
                led [12:8] = 0;
                led_index_1 = 7;
                led_index_2 = 5;
                led_index_3 = 0;
            end else if(led_num == 3) begin
                led [4:1] = 0;
                led [5] = 1;
                led [6] = 0;
                led [7] = 1;
                led [8] = 1;
                led [12:9] = 0;
                led_index_1 = 7;
                led_index_2 = 5;
                led_index_3 = 8;
            end else begin
                led [12:1] = 12'b1111_1111_1111;
                led_index_1 = 0;
                led_index_2 = 0;
                led_index_3 = 0;
            end
        end else if(lfsr_data == 8) begin
            if(led_num == 1) begin
                led [7:1] = 0;
                led [8] = 1;
                led [12:9] = 0;
                led_index_1 = 8;
                led_index_2 = 0;
                led_index_3 = 0;
            end else if(led_num == 2) begin
                led [7:1] = 0;
                led [8] = 1;
                led [10:9] = 0;
                led [11] = 1;
                led [12] = 0;
                led_index_1 = 8;
                led_index_2 = 11;
                led_index_3 = 0;
            end else if(led_num == 3) begin
                led [3:1] = 0;
                led [4] = 1;
                led [6:5] = 0;
                led [7] = 1;
                led [8] = 1;
                led [12:9] = 0;
                led_index_1 = 8;
                led_index_2 = 4;
                led_index_3 = 7;
            end else begin
                led [12:1] = 12'b1111_1111_1111;
                led_index_1 = 0;
                led_index_2 = 0;
                led_index_3 = 0;
            end
        end else if(lfsr_data == 9) begin
            if(led_num == 1) begin
                led [8:1] = 0;
                led [9] = 1;
                led [12:10] = 0;
                led_index_1 = 9;
                led_index_2 = 0;
                led_index_3 = 0;
            end else if(led_num == 2) begin
                led [8:1] = 0;
                led [9] = 1;
                led [10] = 1;
                led [12:11] = 0;
                led_index_1 = 9;
                led_index_2 = 10;
                led_index_3 = 0;
            end else if(led_num == 3) begin
                led [1] = 1;
                led [3:2] = 0;
                led [4] = 1;
                led [8:5] = 0;
                led [9] = 1;
                led [12:10] = 0;
                led_index_1 = 9;
                led_index_2 = 1;
                led_index_3 = 4;
            end else begin
                led [12:1] = 12'b1111_1111_1111;
                led_index_1 = 0;
                led_index_2 = 0;
                led_index_3 = 0;
            end
        end else if(lfsr_data == 10) begin
            if(led_num == 1) begin
                led [9:1] = 0;
                led [10] = 1;
                led [12:11] = 0;
                led_index_1 = 10;
                led_index_2 = 0;
                led_index_3 = 0;
            end else if(led_num == 2) begin
                led [8:1] = 0;
                led [9] = 1;
                led [10] = 1;
                led [12:11] = 0;
                led_index_1 = 10;
                led_index_2 = 9;
                led_index_3 = 0;
            end else if(led_num == 3) begin
                led [6:1] = 0;
                led [7] = 1;
                led [8] = 0;
                led [9] = 1;
                led [10] = 1;
                led [12:11] = 0;
                led_index_1 = 10;
                led_index_2 = 7;
                led_index_3 = 9;
            end else begin
                led [12:1] = 12'b1111_1111_1111;
                led_index_1 = 0;
                led_index_2 = 0;
                led_index_3 = 0;
            end
        end else if(lfsr_data == 11) begin
            if(led_num == 1) begin
                led [10:1] = 0;
                led [11] = 1;
                led [12] = 0;
                led_index_1 = 11;
                led_index_2 = 0;
                led_index_3 = 0;
            end else if(led_num == 2) begin
                led [3:1] = 0;
                led [4] = 1;
                led [10:5] = 0;
                led [11] = 1;
                led [12] = 0;
                led_index_1 = 11;
                led_index_2 = 4;
                led_index_3 = 0;
            end else if(led_num == 3) begin
                led [5:1] = 0;
                led [6] = 1;
                led [8:7] = 0;
                led [9] = 1;
                led [10] = 0;
                led [11] = 1;
                led [12] = 0;
                led_index_1 = 11;
                led_index_2 = 6;
                led_index_3 = 9;
            end else begin
                led [12:1] = 12'b1111_1111_1111;
                led_index_1 = 0;
                led_index_2 = 0;
                led_index_3 = 0;
            end
        end else if(lfsr_data == 12) begin
            if(led_num == 1) begin
                led [11:1] = 0;
                led [12] = 1;
                led_index_1 = 12;
                led_index_2 = 0;
                led_index_3 = 0;
            end else if(led_num == 2) begin
                led [6:1] = 0;
                led [7] = 1;
                led [11:8] = 0;
                led [12] = 1;
                led_index_1 = 12;
                led_index_2 = 7;
                led_index_3 = 0;
            end else if(led_num == 3) begin
                led [1] = 0;
                led [2] = 1;
                led [9:3] = 0;
                led [10] = 1;
                led [11] = 0;
                led [12] = 1;
                led_index_1 = 12;
                led_index_2 = 2;
                led_index_3 = 10;
            end else begin
                led [12:1] = 12'b1111_1111_1111;
                led_index_1 = 0;
                led_index_2 = 0;
                led_index_3 = 0;
            end
        end else if(lfsr_data == 13) begin
            if(led_num == 1) begin
                led [1] = 1;
                led [12:2] = 0;
                led_index_1 = 1;
                led_index_2 = 0;
                led_index_3 = 0;
            end else if(led_num == 2) begin
                led [1] = 1;
                led [3:2] = 0;
                led [4] = 1;
                led [12:5] = 0;
                led_index_1 = 1;
                led_index_2 = 4;
                led_index_3 = 0;
            end else if(led_num == 3) begin
                led [1] = 1;
                led [2] = 1;
                led [3] = 1;
                led [12:4] = 0;
                led_index_1 = 1;
                led_index_2 = 2;
                led_index_3 = 3;
            end else begin
                led [12:1] = 12'b1111_1111_1111;
                led_index_1 = 0;
                led_index_2 = 0;
                led_index_3 = 0;
            end
        end else if(lfsr_data == 14) begin
            if(led_num == 1) begin
                led [4:1] = 0;
                led [5] = 1;
                led [12:6] = 0;
                led_index_1 = 5;
                led_index_2 = 0;
                led_index_3 = 0;
            end else if(led_num == 2) begin
                led [4:1] = 0;
                led [5] = 1;
                led [10:6] = 0;
                led [11] = 1;
                led [12] = 0;
                led_index_1 = 5;
                led_index_2 = 11;
                led_index_3 = 0;
            end else if(led_num == 3) begin
                led [3:1] = 0;
                led [4] = 1;
                led [5] = 1;
                led [7:6] = 0;
                led [8] = 1;
                led [12:9] = 0;
                led_index_1 = 5;
                led_index_2 = 4;
                led_index_3 = 8;
            end else begin
                led [12:1] = 12'b1111_1111_1111;
                led_index_1 = 0;
                led_index_2 = 0;
                led_index_3 = 0;
            end
        end else if(lfsr_data == 15) begin
            if(led_num == 1) begin
                led [7:1] = 0;
                led [8] = 1;
                led [12:9] = 0;
                led_index_1 = 8;
                led_index_2 = 0;
                led_index_3 = 0;
            end else if(led_num == 2) begin
                led [4:1] = 0;
                led [5] = 1;
                led [7:6] = 0;
                led [8] = 1;
                led [12:9] = 0;
                led_index_1 = 8;
                led_index_2 = 5;
                led_index_3 = 0;
            end else if(led_num == 3) begin
                led [3:1] = 0;
                led [4] = 1;
                led [5] = 1;
                led [7:6] = 0;
                led [8] = 1;
                led [12:9] = 0;
                led_index_1 = 8;
                led_index_2 = 4;
                led_index_3 = 5;
            end else begin
                led [12:1] = 12'b1111_1111_1111;
                led_index_1 = 0;
                led_index_2 = 0;
                led_index_3 = 0;
            end
        end else begin
            led [12:1] = 12'b1111_1111_1111;
            led_index_1 = 0;
            led_index_2 = 0;
            led_index_3 = 0;
        end        
    end else begin
        led = curr_state;
        led_index_1 = 0;
        led_index_2 = 0;
        led_index_3 = 0;
    end
end
endmodule
</file>
==> metrics.yaml <==
run_status: "completed"
number_of_primary_i_o_pins: 39
worst_slew_margin_rel_pct: 54.4
critPathArrivalTime_ns: 3.66
worstPathCellList: "clkdlybuf4s50_1, inv_1, ha_1, nand2b_1, o21ai_0, and3_1, a221o_1, a21oi_1, clkdlybuf4s50_1"
layout.sequential_cells: 0
fmaxAchievable_ghz: 0.212
grt_pass1_vias: 1841
path_common_cell: "sky130_fd_sc_hd__clkdlybuf4s50_1"
postSynthSeqShare_pct: 0
max_cap_viol_count: 0
route.antenna.diode_count: 0
whs_endpoint: "led[1]"
timing.critical_path.from_type: "input pin"
worst_setup_path_startpoint: "led_num[0]"
tool_warnings: 38
synth-cells-yosys: 256
final.setup.tns_ns: 0
worst-path-max-fanout: 16
power.density_nw_per_um2: 86.5
final_hold_violation_tally: 0
crit_end_element: "output port"
core_um2: 7290
slowest_stage: "sky130_fd_sc_hd__clkdlybuf4s50_1"
timing_worst_setup_path_type: "in2out"
dpl-instance-area_um2: 1910
firstDrtPassIters: 4
met2WireLength_mm: 2.57
number_of_cells_produced_by_synthesis: 256
layout_top_cells_excl_fill_tap: "36 x sky130_fd_sc_hd__clkdlybuf4s50_1, 30 x sky130_fd_sc_hd__o21ai_0, 25 x sky130_fd_sc_hd__nor2_1, 25 x sky130_fd_sc_hd__a21oi_1, 23 x sky130_fd_sc_hd__nand2_1"
fp_util_pct: 21.2
fin_crit_sh_pct: 89.1
post_route_cells_drive_above_1_share_pct: 5.90
die_h_um: 107
worst_path_largest_cell_delay_ns: 0.49
synth_chip_area_um2: 1540
synthesis.area_per_instance_um2: 6.03
worstHoldPathCells: 4
critPathBufInv: 3
grt_setup_unrepaired: "no"
antenna_found_initial: 0
grt_first_pass_wirelength_mm: 9.46
finalMaxSlewViolations: 0
kind_of_path_behind_the_tightest_hold_check: "in2out"
max_slew.worst_pin.slew_ns: 0.682
dr_wl_met3_um: 551
regArea_um2: 0
wl_met1_mm: 2.52
finalInstanceArea_um2: 1910
fp-row-count: 31
gate_family_responsible_for_the_most_delay_along_the_worst_path: "buffers and inverters"
floorplan.die.width_um: 107
final_setup_violation_count: 0
vias: 1907
route.detailed.drc: 0
minimum_clock_period_after_layout_ns: 4.72
port_buffers: 36
route.final.wire_length_mm: 5.69
place.gp.congestion: 0.925
final_common_cell: "sky130_fd_sc_hd__clkdlybuf4s50_1"
post_cts_hold_buffer_count: 0
postRouteAntennaNets: 0
postcts_setup_bufs: 0
detailed_place_hpwl_mm: 4.21
clkbuf_count: 0
post_cts_resized: 0
drt-vias-per-instance: 5.15
flow.area_growth_from_synthesis_pct: 23.7
detail_route.iter0.violations: 208
timing.critical_path.required_ns: 4.24
routed.top_layer: "met4"
fp.dieArea_um2: 11400
fillCellCount: 854
static-leakage-power_nw: 0.694
irDropWorstVdd_mv: 0.0363
netlist-cell-type-count: 52
ys.warnings.count: 0
grt_max_degree: 47
globalRouteTotalUtil_pct: 9.65
synth.cell_area_um2: 1540
grt.overflow.total: 0
timing.hold.worst.start: "curr_state[1]"
routed_wire_length_per_instance_um: 15.4
cp_num_cells: 9
synthesized netlist by cell type, types with 3 or more instances:
| library cell | number | area share, % |
|---|---|---|
| sky130_fd_sc_hd__a211oi_1 | 6 | 2.9 |
| sky130_fd_sc_hd__a21oi_1 | 25 | 8.1 |
| sky130_fd_sc_hd__a221o_1 | 3 | 1.9 |
| sky130_fd_sc_hd__a31oi_1 | 5 | 2.0 |
| sky130_fd_sc_hd__buf_2 | 8 | 2.6 |
| sky130_fd_sc_hd__buf_4 | 8 | 3.9 |
| sky130_fd_sc_hd__buf_6 | 5 | 3.6 |
| sky130_fd_sc_hd__clkbuf_1 | 9 | 2.2 |
| sky130_fd_sc_hd__ha_1 | 7 | 5.7 |
| sky130_fd_sc_hd__inv_1 | 11 | 2.7 |
| sky130_fd_sc_hd__nand2_1 | 23 | 5.6 |
| sky130_fd_sc_hd__nand2b_1 | 7 | 2.8 |
| sky130_fd_sc_hd__nand3_1 | 7 | 2.3 |
| sky130_fd_sc_hd__nor2_1 | 25 | 6.1 |
| sky130_fd_sc_hd__nor2b_1 | 7 | 2.8 |
| sky130_fd_sc_hd__o21a_1 | 3 | 1.5 |
| sky130_fd_sc_hd__o21ai_0 | 30 | 9.7 |
| sky130_fd_sc_hd__o21ai_1 | 7 | 2.3 |
| sky130_fd_sc_hd__o221ai_1 | 4 | 2.3 |
| sky130_fd_sc_hd__o22ai_1 | 7 | 2.8 |
| sky130_fd_sc_hd__xnor2_1 | 4 | 2.3 |
kinds of logic (layout without fill, tap and decap cells):
| kind of cell | after synthesis | after routing | share of synthesized area, % |
|---|---|---|---|
| buf+inv | 42 | 55 | 15.2 |
| fa+ha+maj | 7 | 7 | 5.67 |
| other cells | 1 | 3 | 0.243 |
| mux | 2 | 2 | 1.30 |
| compound gates | 117 | 117 | 49.4 |
| simple gates | 83 | 83 | 25.9 |
| xor+xnor | 4 | 4 | 2.27 |
power breakdown:
group	leakage (nW)	internal (mW)	switching, mW	total [mW]
clock network	0	0	0	0
registers	0	0	0	0
logic	0.694	0.0758	0.0895	0.165
total	0.694	0.0758	0.0895	0.165
cell type report:
class / instances / area, µm² / area share (%)
tap: 99 / 124 / 6.48
timing repair buffer: 43 / 425 / 22.3
inverter: 12 / 45.0 / 2.36
multi-input combinational: 216 / 1320 / 68.9
per-stage QoR:
stage / hold slack, ns / utilization, % / total power [mW] / setup slack [ns] / instances
floorplan: 2.18 / - / 0.107 / 2.03 / 258
global placement: 3.04 / 26.2 / 0.165 / 0.627 / 370
detailed placement: 3.04 / 26.2 / 0.164 / 0.602 / 370
CTS: 3.04 / 26.2 / 0.165 / 0.597 / 370
global route: 3.08 / 26.2 / 0.184 / 0.276 / 370
finish: 3.03 / 26.2 / 0.165 / 0.576 / 370
routing by layer:
layer  GRT usage [%]  up-vias
met3            1.21        4
met2            14.7       93
met4            1.06        0
met5               0        -
li1                -      960
met1            14.5      850
worst max-delay path by stage:
stage	end	slack, ns
final	led[6]	0.58
after CTS	led[8]	0.60
after global routing	led[6]	0.28
No activity file was given, so power comes from the tool's default toggle rates.
